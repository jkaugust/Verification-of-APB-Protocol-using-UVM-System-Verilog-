$ cat flow/run.sh
#!/bin/bash
# OpenROAD 26Q1-2900-gdf79404cd8, Yosys 0.63+post, stock flow scripts
make -C /OpenROAD-flow-scripts/flow DESIGN_CONFIG=/design/flow/config.mk WORK_HOME=/design/flow/orfs finish
$ cat flow/config.mk
export PLATFORM = sky130hd
export DESIGN_NAME = apb_slave
export DESIGN_NICKNAME = apb_slave
export VERILOG_FILES = /design/flow/design.v
export SDC_FILE = /design/flow/constraint.sdc
export NUM_CORES = 4
export LEC_CHECK = 1
export CORE_UTILIZATION = 40
$ cat flow/constraint.sdc
current_design apb_slave

set clk_period 6.0
set clk_io_pct 0.2

create_clock -name clk0 -period $clk_period [get_ports {clk}]

set non_clock_inputs [all_inputs -no_clocks]
set_input_delay [expr $clk_period * $clk_io_pct] -clock clk0 $non_clock_inputs
set_output_delay [expr $clk_period * $clk_io_pct] -clock clk0 [all_outputs]
$ cat flow/design.v
module apb_slave (clk,rst,wr_in,en,sel_port,addr_in,data_in,ready,
  wr_out1,addr_out1,data_out1,wr_out2,addr_out2,data_out2,
  wr_out3,addr_out3,data_out3,wr_out4,addr_out4,data_out4);
  input clk;
  input rst;
  input wr_in;
  input en;
  input [1:0] sel_port;
  input [7:0] addr_in;
  input [31:0] data_in;
  output reg ready;
  output reg wr_out1,wr_out2,wr_out3,wr_out4;
  output reg [7:0] addr_out1,addr_out2,addr_out3,addr_out4;
  output reg [31:0] data_out1,data_out2,data_out3,data_out4;
  reg [2:0] port,state;
  localparam [2:0] INIT = 3'b000,
                   PORT1 = 3'b001,
                   PORT2 = 3'b010,
                   PORT3 = 3'b011,
                   PORT4 = 3'b100;
  localparam [2:0]  IDLE    = 3'b000,
                    SETUP   = 3'b001,
                    ACCESS  = 3'b010,
                    WAIT    = 3'b101;
  always @(posedge clk)
    begin
      if (rst == 0) 
        begin 
          state    <= IDLE;
          ready    <= 0;
          port     <= INIT;
        end
    else
      begin
        case (state)
          IDLE : begin      
            ready    <= 0;
            port <= INIT;
            if (en == 1)
              begin
                state <= SETUP;
              end
            else
              begin
                state <= IDLE;
              end
            end
            SETUP: begin
              ready <= 1;
              state <= ACCESS;
              end
             ACCESS: begin
               case (sel_port)
                00: begin
                  wr_out1 <=  wr_in;
                  wr_out2 <= 0;
                  wr_out3 <= 0;
                  wr_out4 <= 0;
                  addr_out1 <= addr_in;
                  addr_out2 <= 8'b0;
                  addr_out3 <= 8'b0;
                  addr_out4 <= 8'b0;
                  data_out1 <= data_in;
                  data_out2 <= 32'b0;
                  data_out3 <= 32'b0;
                  data_out4 <= 32'b0;
                 end
                01: begin
                     wr_out1 <= 0;
                     wr_out2 <= wr_in;
                     wr_out3 <= 0;
                     wr_out4 <= 0;
                    addr_out1 <= 8'b0;
                    addr_out2 <= addr_in;
                    addr_out3 <= 8'b0;
                    addr_out4 <= 8'b0;
                    data_out1 <= 32'b0;
                    data_out2 <= data_in;
                    data_out3 <= 32'b0;
                    data_out4 <= 32'b0; 
                  end   
                10: begin
                    wr_out1 <= 0;
                    wr_out2 <= 0;
                    wr_out3 <= wr_in;
                    wr_out4 <= 0;
                    addr_out1 <= 8'b0;
                    addr_out2 <= 8'b0;
                    addr_out3 <= addr_in;
                    addr_out4 <= 8'b0;
                    data_out1 <= 32'b0;
                    data_out2 <= 32'b0;
                    data_out3 <= data_in;
                    data_out4 <= 32'b0;
                  end
                11: begin
                    wr_out1 <= 0;
                    wr_out2 <= 0;
                    wr_out3 <= 0;
                    wr_out4 <= wr_in;
                    addr_out1 <= 8'b0;
                    addr_out2 <= 8'b0;
                    addr_out3 <= 8'b0;
                    addr_out4 <= addr_in;
                    data_out1 <= 32'b0;
                    data_out2 <= 32'b0;
                    data_out3 <= 32'b0;
                    data_out4 <= data_in;
                  end
                default:begin
                    wr_out1 <= 0;
                    wr_out2 <= 0;
                    wr_out3 <= 0;
                    wr_out4 <= 0;
                    addr_out1 <= 8'b0;
                    addr_out2 <= 8'b0;
                    addr_out3 <= 8'b0;
                    addr_out4 <= 8'b0;
                    data_out1 <= 32'b0;
                    data_out2 <= 32'b0;
                    data_out3 <= 32'b0;
                    data_out4 <= 32'b0;
                  end 
              endcase
               state <= WAIT;
             end
             WAIT: begin
               ready <= 0;
               if (en == 0)
                 begin
                   state <= IDLE;
                 end
               else
                 begin
                   state <= WAIT;
                 end
               end
             endcase
           end
         end
endmodule   
==> GITHUB_STEP_SUMMARY <==
### Metrics collected by this job

| Metric | Value |
|---|---|
| Pleak | `2.01 nW` |
| Post_cts resized | `0` |
| Antenna diode count | `0` |
| Status | `complete, no violations` |
| Cells after synthesis | `270` |
| Core Util, Final | `approximately 55%` |
| Gp weighted congestion | `about 0.73` |
| CTS tree | `done` |
| Final setup vio count | `0` |
| Clock Path Buffers | `2` |
| #FFs+latches synth | `slightly below 90` |
| Synthesized area | `about 3800 µm²` |
| GR Overflow Total | `0` |
| Pint | `between 0.8 and 0.9 mW` |
| Die height | `100 µm` |
| Placeable Area | `9280 µm²` |
| Clock network power share | `32.2%` |
| Commonest Layout Cell | `clkdlybuf4s50_1` |
| Synthesized-area fraction occupied by adder cells | `0%` |
| Worst slew pin tran | `0.714 ns` |
| Fin Setup TNS | `0 ns` |
| Overall power | `about 1.1 mW` |
| Max cap viols | `0` |
| Area fraction in compound gates | `0.521%` |
| Critical path type | `in -> reg` |
| Worst EP arrival | `2.82 ns` |
| CP Capture Type | `flop` |
| WP data required | `roughly 6.0 ns` |
| Syn avg cell area | `roughly 14 µm²` |
| Yosys warns | `1` |
| Area fraction in mux cells | `0%` |
| Pwr Density | `214 nW/µm²` |
| Max Slew Vio Count | `0` |
| Row Count | `35` |
| Hold Vio Cnt, Final | `0` |
| Cycle use final | `47.4%` |
| Via density per instance | `3.90` |
| Fmax | `352 MHz` |
| Detailed Place HPWL | `4.32 mm` |
| Top logic family | `buffers and inverters` |
| Hold Path Class | `reg -> reg` |
| Die area | `10000 µm²` |
| Number of routed nets with antenna violations | `0` |
| Post-CTS Setup Repair Bufs | `0` |
| Top Layout Cells | `128 x clkdlybuf4s50_1, 82 x conb_1, 82 x edfxtp_1` |
| DR iter-0 viols | `51` |
| Yosys stat chip area | `3840 µm²` |
| Setup ws final | `3.16 ns` |
| Count of tool warnings | `25` |
| Min cycle time layout | `2.84 ns` |
| H-tree Lvls | `3` |
| Floorplan utilization | `about two fifths` |
| Seq/Total Area, Yosys | `between 60% and 70%` |
| CP max FO | `approximately 56` |
| Antenna violations before repair | `0` |
| Netlist cell types | `15` |
| Simple share | `15.6%` |
| Worst path slowest cell | `buf_4` |
| Worst-Skew Late Latency | `0.34 ns` |
| Post-CTS Hold Buffers | `0` |
| Ys cells | `270` |
| Total number of vias | `2095` |
| P&R area growth vs syn | `33.5%` |
| Fraction of layout instances using a drive strength above 1 | `12.7%` |
| CTS root buf | `clkbuf_8` |
| Clock transition at path regs | `0.09 ns` |
| DRT Wirelength | `6.51 mm` |
| Pre-CTS WS | `2.78 ns` |
| Total GRT Usage | `a little over an eighth` |
| Sw Ratio | `21.0%` |
| Peak supply drop | `110 µV` |
| Die X-Extent | `100 µm` |
| Wire length per cell | `12.1 µm` |
| Num CTS Buffers | `9` |
| Worst Skew | `0.0119 ns` |
| I/O pins | `between 200 and 250` |
| RSZ-0062 raised after global routing | `no` |
| Sequential share of power | `about three fifths` |
| # port buffers | `approximately 130` |
| Slew margin rel. | `52.4%` |
| Logic pwr share | `6.7%` |
| Switching Power | `about 0.23 mW` |
| Chain of cells forming the critical path | `clkdlybuf4s50_1 -> and2_4 -> buf_4` |
| Clock sinks | `between 80 and 90` |
| XOR/XNOR Area Share | `0%` |
| Global-route wire length before repair | `9.77 mm` |
| Hold_ws | `0.478 ns` |
| Vias in the first global route | `about 1.9k` |
| Crit start category | `input pin` |
| Max incr delay on CP | `0.65 ns` |
| DRT Pass-1 Iters | `4` |
| Largest net degree at the start of global routing | `57` |
| Residual DRC count | `0` |
[per-stage QoR]
stage	cell area [µm²]	cells
after floorplan	4150	351
after global placement	4960	521
after detailed placement	4960	521
after CTS	5130	537
after global routing	5130	537
final	5130	537
[cells by family after synthesis]
| family | after synthesis |
|---|---|
| AOI/OAI and AO/OA | 3 |
| DFF | 87 |
| and+or+nand+nor | 89 |
| buffers and inverters | 90 |
| other | 1 |
[flip-flops by register name, indices dropped and copies added (netlist names)]
register   flops
data_out1     32
wr_out2        1
wr_out1        1
addr_out2      8
addr_out1      8
data_out2     32
ready          1
state          4
[critical path, delay by kind of cell]
| kind | cells | cell delay (ns) |
|---|---|---|
| AND/OR/NAND/NOR | 1 | 0.39 |
| buffers and inverters | 2 | 1.18 |
[synth_stat cells]
cell type	instances	area, µm²
o21ai_0	1	5.00
nor2b_1	1	6.26
and2_2	31	233
and3_1	1	6.26
clkbuf_2	8	40.0
nor2b_4	1	13.8
edfxtp_1	82	2460
o211a_1	1	10.0
a21oi_1	1	5.00
buf_4	82	616
nor2_2	1	6.26
nor2_1	1	3.75
and2_1	53	332
conb_1	1	3.75
dfxtp_1	5	100
[routing by layer]
metal | global-route usage [%] | share of wire (%) | up-vias
met5 | 0 | 0 | -
met4 | 1.78 | 1.6 | 0
met3 | 5.38 | 12 | 9
met2 | 20.7 | 46 | 130
met1 | 20.2 | 40 | 954
li1 | - | - | 1002
[worst paths after layout]
path	start	end	slack [ns]	cells after the start
setup reg to reg	state[1]$_DFF_P_	data_out2[15]$_SDFFCE_PP0P_	4.23	2
hold reg to reg	state[2]$_DFF_P_	state[1]$_DFF_P_	0.48	1
setup / recovery	rst	data_out2[15]$_SDFFCE_PP0P_	3.16	3
hold / removal	state[2]$_DFF_P_	state[1]$_DFF_P_	0.48	1
[layout make-up]
| cell class | count | area (µm²) |
|---|---|---|
| clock buffers | 9 | 124 |
| repair buffers | 131 | 1300 |
| well taps | 129 | 161 |
| clock inverters | 7 | 47.5 |
| fillers | 770 | 4150 |
| multi-input cells | 174 | 931 |
| flip-flops and latches | 87 | 2560 |
[power groups by stage]
stage                 registers [mW]  logic [mW]  clock network (mW)
after CTS                      0.671      0.0754               0.365
after global routing           0.671      0.0839               0.392
final                          0.671      0.0734               0.353
Power and IR drop assume default switching activity.
